==> /design/flow/design.v <==
module Register_Bank (ReadData1, ReadData2, ReadReg1, ReadReg2, WriteReg, WriteData, RegWrite, clk, rst);
  parameter word_size = 32;
  parameter reg_size = 5;
  parameter RegTotal = 32;
  input [reg_size-1: 0] ReadReg1, ReadReg2, WriteReg;
  input [word_size-1: 0] WriteData;
  input RegWrite, clk, rst;
  output reg [word_size-1: 0] ReadData1, ReadData2;
  reg [RegTotal-1:0] LoadRegVector;
  wire [word_size-1: 0] RegDataOut [31: 0];
  genvar i;
  generate
    for (i = 0; i < RegTotal; i = i + 1) begin
      Register_Unit regs (.data_out(RegDataOut[i]), .data_in(WriteData), .load(LoadRegVector[i]), .clk(clk), .rst(rst));
    end
  endgenerate
  always @(*) begin 
    ReadData1 = RegDataOut[ReadReg1];
    ReadData2 = RegDataOut[ReadReg2];
    if (RegWrite) LoadRegVector = (1 << WriteReg);     
    else LoadRegVector = 0;
  end
  initial begin
    LoadRegVector = 0;
  end
endmodule
module Register_Unit (data_out, data_in, load, clk, rst);
  parameter word_size = 32;
  output [word_size-1: 0] data_out;
  input [word_size-1: 0] data_in;
  input load;
  input clk, rst;
  reg [word_size-1: 0] data_out;
  always @ (posedge clk or negedge rst) begin
    if (rst == 0) data_out <= 0; 
  	else if (load) data_out <= data_in;
  end
endmodule
==> /design/flow/run.sh <==
#!/bin/bash
# OpenROAD 26Q1-2900-gdf79404cd8, Yosys 0.63+post, stock flow scripts
make -C /OpenROAD-flow-scripts/flow DESIGN_CONFIG=/design/flow/config.mk WORK_HOME=/design/flow/orfs finish
==> /design/flow/config.mk <==
export PLATFORM = sky130hd
export DESIGN_NAME = Register_Bank
export DESIGN_NICKNAME = Register_Bank
export VERILOG_FILES = /design/flow/design.v
export SDC_FILE = /design/flow/constraint.sdc
export NUM_CORES = 4
export LEC_CHECK = 1
export CORE_UTILIZATION = 50
==> /design/flow/constraint.sdc <==
current_design Register_Bank

set clk_period 9.7
set clk_io_pct 0.2

create_clock -name clk0 -period $clk_period [get_ports {clk}]

set non_clock_inputs [all_inputs -no_clocks]
set_input_delay [expr $clk_period * $clk_io_pct] -clock clk0 $non_clock_inputs
set_output_delay [expr $clk_period * $clk_io_pct] -clock clk0 [all_outputs]
==> metrics.csv <==
metric;value;unit
outcome;completed;
Max Cap Viol;0;
grt ovf;0;
H-tree Lvls;3;
startpoint type of the worst setup path;input pin;
IO Pins;114;
CTS tree;done;
Crit Path Category;in2out;
power per cell area;210.0;mW/mm²
I/O Buffers;113;
via/cell ratio;7.777;
postcts setup bufs;0;
drt total wl;274400;µm
Main synth FF type;dfrtp_1;
Resized cells post-CTS;0;
Clock Path Buffers;3;
top cells, area;dfrtp_1 50%, mux2_2 23%, a22oi_1 11%;
register with the highest flop count;genblk1.regs.data_out;
Yosys cell types;62;
DRC viols;0;
Core Util at FP;50.42;%
cell count after placement;5665;
tool warnings;32;
RSZ-0062 raised after global routing;no;
vias in the first global route;43790;
num rows;117;
Clock Latency Late Sink;0.72;ns
Slew HR;18.08;%
wire length of the first global-routing pass;371800;µm
Top cells excl fill/tap;1046 x mux2_2, 1024 x dfrtp_1, 753 x a22oi_1, 235 x buf_4, 177 x nand2_1;
Critical Path AT;6.25;ns
Seq share, synth;49.88;%
crit path DRT;7.76;ns
synthesized instance count;4367;
DIE HEIGHT;322.6;µm
Worst-path clk slew;0.07;ns
largest net degree at the start of global routing;124;
LEAKAGE;25.44;nW
Tcrit/Tclk final;84.45;%
post-route cell area;0.05889;mm²
final hold violations;0;
post-route core utilization;57.80;%
initial antenna violation count;17;
Final Skew;0;ns
max FFs per register;1024;
Peak Freq;0.1221;GHz
Die Size;0.1040;mm²
# Cells Yosys;4367;
crit-path max FO;16;
CTS Buf Count;110;
Syn Area/Cell;11.76;µm²
via count;45810;
Yosys Warn Count;2;
share of layout cells above drive strength 1;35.30;%
filler-free cell count of the finished design;5890;
min cycle time layout;8.191;ns
HPWL after DPL;165900;µm
YS chip area;0.05138;mm²
Top-area cell share;49.88;%
largest area contributor in the synthesized netlist;dfrtp_1;
post-route ant nets;0;
final slew viol count;0;
ys flops;1024;
post-synthesis async set-or-reset flop share;100.0;%
Post-Syn Area;0.05138;mm²
first-pass iteration count of the detailed router;10;
Final Setup Violations;0;
RePlAce Congestion;1.100;
number of synthesized flops with an enable pin;0;
TNS Setup;0;ns
initial detailed-routing violation count;6004;
core area;0.1019;mm²
# hold bufs at CTS;0;
Worst Tran Pin Value;1.222;ns
wire length per cell;46.59;µm
Commonest Layout Cell;mux2_2;
worst hold path type;reg2reg;
Peak supply drop;0.1519;mV
GRT Overall Usage;55.67;%
dpl cell area;0.05496;mm²
Largest regs;genblk1.regs.data_out x1024;
Clock Tree Root;clkbuf_16;
CP endpoint kind;output pin;
Clock Sinks;1024;
Filler cells;8465;
Area Overhead vs Synth;14.63;%
Die W;322.6;µm
## layer usage
metal / wire length (µm) / vias to the layer above / part of all wire (%) / track usage, %
met3: 50840 / 1559 / 19 / 40.01
met1: 93060 / 22860 / 34 / 68.86
met4: 24880 / 36 / 9.1 / 34.40
met5: 969 / - / 0.35 / 7.593
li1: - / 16890 / - / -
met2: 104600 / 4461 / 38 / 69.37
## power by group
part / total [mW] / internal [mW] / switching (mW)
combinational: 1.80 / 0.944 / 0.857
sequential: 5.95 / 5.10 / 0.855
clock: 4.61 / 2.74 / 1.88
## cells in the mapped netlist (4+ instances only)
| cell type | instances |
|---|---|
| o22ai_1 | 6 |
| and4_1 | 9 |
| nand3_1 | 52 |
| a211oi_1 | 9 |
| a22o_1 | 50 |
| a222oi_1 | 19 |
| o21ai_0 | 33 |
| nor2_2 | 11 |
| buf_2 | 99 |
| or4_1 | 5 |
| nor4_1 | 23 |
| buf_1 | 60 |
| o22a_1 | 5 |
| and2_1 | 7 |
| a32oi_1 | 21 |
| buf_4 | 14 |
| o32a_1 | 12 |
| nor2_1 | 169 |
| nand3b_1 | 10 |
| nand2_1 | 194 |
| or3_1 | 5 |
| dfrtp_1 | 1024 |
| nand2b_1 | 11 |
| nor2b_1 | 13 |
| o32ai_1 | 5 |
| a31oi_1 | 13 |
| nor3b_1 | 7 |
| a22oi_1 | 753 |
| nand4_1 | 112 |
| o31ai_1 | 8 |
| nand4b_1 | 4 |
| mux2_2 | 1046 |
| or3b_2 | 4 |
| clkbuf_1 | 253 |
| inv_1 | 8 |
| a221oi_1 | 30 |
| a2111oi_0 | 7 |
| mux2i_1 | 45 |
| or2_2 | 5 |
| a21oi_1 | 80 |
| and3_1 | 13 |
| nor3_1 | 78 |
| a2bb2oi_1 | 6 |
## critical path: stages
cell,delay (ns)
clkdlybuf4s50_1,0.80
or3b_2,0.77
nor2_4,0.95
buf_4,0.43
a22oi_1,0.13
nand2_1,0.10
nor4_1,0.06
a21oi_1,0.48
clkdlybuf4s50_1,0.57
## through the flow
| stage | hold slack [ns] | power [mW] | setup WS [ns] |
|---|---|---|---|
| floorplan | 0.4933 | 6.727 | 4.264 |
| CTS | 0.5309 | 12.26 | 1.851 |
| global placement | 0.5081 | 7.682 | 1.923 |
| global route | 0.5481 | 12.69 | 1.581 |
| detailed placement | 0.5147 | 7.707 | 1.861 |
| finish | 0.5302 | 12.37 | 1.509 |
## final timing paths
kind                                                        endpoint  slack (ns)  cells after the start                                       from
max in group asynchronous   genblk1[25].regs.data_out[8]$_DFFE_PN0P_        5.92                      4                                        rst
min in group asynchronous  genblk1[17].regs.data_out[28]$_DFFE_PN0P_        1.21                      1                                        rst
max                                                     ReadData1[0]        1.51                      9                                ReadReg1[2]
min reg2reg                 genblk1[8].regs.data_out[31]$_DFFE_PN0P_        0.53                      1   genblk1[8].regs.data_out[31]$_DFFE_PN0P_
max reg2reg                genblk1[20].regs.data_out[30]$_DFFE_PN0P_        8.77                      1  genblk1[20].regs.data_out[30]$_DFFE_PN0P_
min                         genblk1[8].regs.data_out[31]$_DFFE_PN0P_        0.53                      1   genblk1[8].regs.data_out[31]$_DFFE_PN0P_
## cell type report
type	count	area, µm²	area share, %
Sequential cell	1024	25620	43.51
Multi-Input combinational cell	2909	24540	41.66
Clock buffer	161	3208	5.447
Timing Repair Buffer	356	3055	5.188
Tap cell	1368	1712	2.906
Clock inverter	44	676.9	1.149
Antenna cell	20	50.05	0.08498
Inverter	8	30.03	0.05099
## logic make-up (layout without fill, tap and decap cells)
logic type | Yosys count | count (layout) | synth area share, %
AOI/OAI and AO/OA | 1072 | 1072 | 15.55
buffers and inverters | 434 | 569 | 3.514
DFF | 1024 | 1024 | 49.88
muxes | 1093 | 1093 | 23.87
other | 0 | 20 | 0
and+or+nand+nor | 744 | 744 | 7.184
Power is estimated from default activity; no workload was simulated.
