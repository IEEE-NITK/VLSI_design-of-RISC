**/design/flow/run.sh**
```bash
#!/bin/bash
# OpenROAD 26Q1-2900-gdf79404cd8, Yosys 0.63+post, stock flow scripts
make -C /OpenROAD-flow-scripts/flow DESIGN_CONFIG=/design/flow/config.mk WORK_HOME=/design/flow/orfs finish
```
**/design/flow/config.mk**
```make
export PLATFORM = sky130hd
export DESIGN_NAME = alu
export DESIGN_NICKNAME = alu
export VERILOG_FILES = /design/flow/design.v
export SDC_FILE = /design/flow/constraint.sdc
export NUM_CORES = 4
export LEC_CHECK = 1
export CORE_UTILIZATION = 50
```
**/design/flow/constraint.sdc**
```tcl
current_design alu

set clk_period 17.9
set clk_io_pct 0.2

create_clock -name clk0 -period $clk_period

set non_clock_inputs [all_inputs -no_clocks]
set_input_delay [expr $clk_period * $clk_io_pct] -clock clk0 $non_clock_inputs
set_output_delay [expr $clk_period * $clk_io_pct] -clock clk0 [all_outputs]
```
**/design/flow/design.v**
```verilog
module alu (alu_result, zero, data1, data2, aluCTRL);
  parameter word_size = 32;
  output zero;
  output reg [word_size-1:0] alu_result;
  input [word_size-1:0] data1, data2;
  input [3:0] aluCTRL;
  reg [word_size-1:0] b;     
  reg [word_size-1:0] out;   
  wire [word_size-1:0] out_addsub;   
  reg cin;
  wire cout;
  carry_select_32bit CSA (out_addsub, cout, data1, b, cin);
  assign zero = ~|alu_result;   
  parameter ADD = 4'b0010;
  parameter SUB = 4'b0110;
  parameter AND = 4'b0000;
  parameter OR = 4'b0001;
  parameter SLT = 4'b0111;
  parameter NOR = 4'b1100;
  always @(aluCTRL or data1 or data2) begin
	case (aluCTRL)
      ADD: begin
        b = data2;
        cin = 1'b0;
      end
      SUB: begin
        b = ~data2;
        cin = 1'b1;
      end
      AND: out = data1 & data2;
      OR: out = data1 | data2;
      NOR: out = ~(data1 | data2);
      SLT: begin
        if(data1 < data2) out = 1'b1;
        else out = 1'b0;
      end
	endcase
  end
  always @(*) begin
    if (aluCTRL == ADD | aluCTRL == SUB) alu_result = out_addsub;
    else alu_result = out;
  end
endmodule
module carry_select_32bit (out, cout, a, b, cin);
  parameter word_size = 32;
  output [word_size-1:0] out;
  output cout;
  input [word_size-1:0] a, b;
  input cin;
  wire c4, c8, c12, c16, c20, c24, c28;
  ripple_carry_4bit unit0 (out[3:0], c4, a[3:0], b[3:0], cin);
  adder_4bit unit1 (out[7:4], c8, a[7:4], b[7:4], c4);
  adder_4bit unit2 (out[11:8], c12, a[11:8], b[11:8], c8);
  adder_4bit unit3 (out[15:12], c16, a[15:12], b[15:12], c12);
  adder_4bit unit4 (out[19:16], c20, a[19:16], b[19:16], c16);
  adder_4bit unit5 (out[23:20], c24, a[23:20], b[23:20], c20);
  adder_4bit unit6 (out[27:24], c28, a[27:24], b[27:24], c24);
  adder_4bit unit7 (out[31:28], cout, a[31:28], b[31:28], c28);
endmodule
module adder_4bit (out, cout, a, b, cin);
  output [3:0] out;
  output cout;
  input [3:0] a, b;
  input cin;
  wire [3:0] out0, out1;
  wire cout_0, cout_1;
  ripple_carry_4bit RCA0 (out0, cout_0, a, b, 1'b0);
  ripple_carry_4bit RCA1 (out1, cout_1, a, b, 1'b1);
  mux_2 mbit0 (out[0], out0[0], out1[0], cin);
  mux_2 mbit1 (out[1], out0[1], out1[1], cin);
  mux_2 mbit2 (out[2], out0[2], out1[2], cin);
  mux_2 mbit3 (out[3], out0[3], out1[3], cin);
  mux_2 carry (cout, cout_0, cout_1, cin);
endmodule
module ripple_carry_4bit (out, cout, a, b, cin);
  output [3:0] out;
  output cout;
  input [3:0] a, b;
  input cin;
  wire c1, c2, c3;
  full_adder F0 (out[0], c1, a[0], b[0], cin);
  full_adder F1 (out[1], c2, a[1], b[1], c1);
  full_adder F2 (out[2], c3, a[2], b[2], c2);
  full_adder F3 (out[3], cout, a[3], b[3], c3);
endmodule
module full_adder (out, cout, a, b, cin);  
  output reg out, cout;
  input a, b, cin;
  always @ (*) begin
    out = a ^ b ^ cin;
    cout = (a & b) | (b & cin) | (a & cin);
  end
endmodule
module mux_2 (mux_out, data_a, data_b, sel);
  output reg mux_out;
  input data_a, data_b;
  input sel;
  always @ (*) begin
  	mux_out = (sel == 0) ? data_a: data_b; 
  end
endmodule
```
==> notes.md <==
impl run done, here's what came out: Setup crit start=data1[0], GRT Total Usage=between 20% and 30%, DP Worst Slack=about 4.6 ns, antenna violations before repair=0, wire length on met1=6960 microns, Final setup viols=0, post-DP HPWL=about 11000 microns, Fmax=about 0.075 GHz, Overflow after GRT=0, worst slew pin tran=between 0.9 and 1 ns, share of layout cells above drive strength 1=under 10%, RSZ-0062 raised after global routing=no, Critical Path Fanout Max=7, area fraction in mux cells=around 2.6%, DR pass1 iterations=21, met2 routed WL=between 6000 and 7000 microns, Hold/Removal Path Class=input port to output port, Adder Share, Synth=28.0%, Crit path max-delay family=simple AND/OR/NAND/NOR gates, ys async rst share=0%, drt total wl=~15000 microns, Buf/Inv on CP=4, count of library flops with an enable pin=0, Gate power share=88.0%, Internal Power=0.0000984 W, Psw=~0.000084 W, Top FF cell, synth=dlxtn_1, Setup TNS=0 ns, compound-cell area share of the yosys netlist=between 20% and 30%, vias in the first global route=around 5000, Syn-to-layout area delta=19.1%, FP Util=around half, Syn Area/Cell=~8 sq um, ANT cells=0, register pins left without a clock=around 65, power share of the sequential group=a little under an eighth, dominant logic cell type in the layout=ha_1, smallest setup slack after layout=~4.6 ns, full die area=approximately 0.012 sq mm, Hold Buf Count CTS=0, Max Used Layer=met4, final period utilization=between 70% and 80%, CP max stage delay=0.52 ns, first-pass GRT wire length=24900 microns, Logic family by area=adder cells, I/O Pins=between 100 and 150, CP startpoint kind=input port, CP max stage cell=or4_1, IO buf count=a little over 100, number of unconstrained endpoints=roughly 65, DR WL met3=817 microns, DR iter-0 viols=approximately 240, cts repair resizes=0, Worst Path Required=~14 ns, outcome=completed, vias per cell=5.42, Flops after synth=65, ys cells=between 700 and 800, Rows=39, routed wire length per instance=about 15 microns, crit-path cells=clkdlybuf4s50_1 > inv_1 > fa_1 > fa_1 > inv_1 > fa_1 > fa_1 > nor2_1 > o311a_4 > a311o_1 > nor2_4 > mux2i_4 > mux2i_2 > mux2_4 > xnor2_2 > o21ai_1 > or4_1 > or4_1 > nor4_2 > and4b_1 > clkdlybuf4s50_1, most frequent cells in the layout=127 x ha_1, 101 x clkdlybuf4s50_1, 97 x inv_1, Slew Viols, Final=0, Final min period=between 10 and 15 ns, Syn Inst Count=around 760, Final Hold Violation Tally=0, switching share of power=46.1%, Cell Pwr Density=~26 mW/mm^2, die width=111 microns, Max Cap Viol=0, gpl congestion=between 0.8 and 0.9, DRC Markers=0, CP Capture Type=output port, Basic Gates by Area=15.2%, WP data arrival=9.68 ns, yosys warns=3, Chip Area, Yosys=~0.0060 sq mm, Stages on worst setup path=21, Setup crit end=zero, Clock Power Share=0%, Lkg Pwr=approximately 3.3 nW, largest net degree at the start of global routing=about 56, # fillers=a little over 1000, OpenROAD warnings=just over 100, Post-CTS Setup Bufs=0, WHS=roughly 8.5 ns, crit path kind=input port to output port, Peak VDD IR=11.0 uV, Die Y=around 110 microns, synth unique cells=roughly 70, XOR/XNOR Area Share=around 8%, Post-Syn Area=just under 0.006 sq mm, CORE AREA=between 0.01 and 0.015 sq mm, Antenna Nets Post-Route=0, DR vias=5324, Slew Limit Headroom=39.9%, CP most frequent cell=fa_1
-- metrics by stage --
stage	util, %	instances	power (W)	cell area (sq um)
finish	61.6	982	0.000183	7100
global route	61.6	982	0.000204	7100
CTS	61.6	982	0.000184	7100
detailed placement	61.6	982	0.000183	7100
global placement	61.6	982	0.000181	7100
floorplan	-	761	0.000122	5960
-- worst min-delay path by stage --
stage | endpoint | cells after the start | slack, ns | from
4_1_cts | alu_result[2] | 6 | 8.49 | aluCTRL[0]
5_1_grt | alu_result[2] | 6 | 8.55 | aluCTRL[0]
6_report | alu_result[1] | 5 | 8.48 | data1[1]
-- cell families after synthesis --
group,after synthesis
simple gates,186
fa+ha+maj,131
latches,65
buf+inv,129
xor+xnor,55
compound gates,182
mux,13
-- metal layers --
layer / vias to the layer above / track usage [%]
met2: 144 / 41.0
li1: 2807 / -
met3: 8 / 2.12
met4: 0 / 2.25
met5: - / 0
met1: 2365 / 38.2
-- worst min-delay path: stages --
cell and delay, ns:
clkdlybuf4s50_1 0.46, inv_1 0.12, fa_1 0.17, o21ai_0 0.14, clkdlybuf4s50_1 0.44
-- registers in the layout, summed over array words and instances (netlist names) --
| name | count |
|---|---|
| cin | 1 |
| b | 32 |
| out | 32 |
-- cell usage after synthesis, types with 2 or more instances --
cell	instances	share of area [%]
nor2b_1	3	0.31
nand2b_1	6	0.63
nand4b_1	2	0.29
o22ai_1	5	0.52
and3_1	3	0.31
fa_1	4	1.3
dlxtn_1	65	16
and2_1	4	0.42
nor2_1	41	2.6
ha_1	127	27
o31ai_1	2	0.25
o21ai_1	2	0.17
a311oi_1	12	1.8
or3_1	2	0.21
and4_1	2	0.29
a31oi_1	15	1.6
o21ai_0	26	2.2
inv_1	98	6.2
o211ai_1	22	2.8
nor4_1	7	0.73
o21bai_1	10	1.3
nand3b_1	2	0.25
o2111ai_1	19	2.8
a21oi_1	38	3.2
or4_1	2	0.25
o221ai_1	2	0.29
nand2_1	78	4.9
o22a_1	2	0.29
clkbuf_1	28	1.8
mux2i_1	9	1.5
a21o_1	4	0.50
xor2_1	12	1.8
o21a_1	4	0.50
o311ai_0	2	0.29
or2_2	9	0.94
a211oi_1	3	0.38
xnor2_1	42	6.2
nor3_1	11	0.92
buf_1	2	0.13
nor4b_1	2	0.29
-- power by group through the flow --
stage / Sequential, W / Combinational [W] / Clock [W]
after CTS: 0.0000220 / 0.000162 / 0
after global routing: 0.0000231 / 0.000181 / 0
final: 0.0000220 / 0.000161 / 0
-- layout make-up --
| type | count | area (sq um) | share of cell area (%) |
|---|---|---|---|
| Sequential cell | 65 | 976 | 13.7 |
| Inverter | 98 | 368 | 5.18 |
| Tap cell | 143 | 179 | 2.52 |
| Multi-Input combinational cell | 567 | 4510 | 63.5 |
| Timing Repair Buffer | 109 | 1070 | 15.1 |
No activity file was given, so power comes from the tool's default toggle rates.
